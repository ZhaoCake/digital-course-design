==> ./run.sh <==
#!/bin/bash
# OpenROAD 26Q1-2900-gdf79404cd8, Yosys 0.63+post, stock flow scripts
make -C /OpenROAD-flow-scripts/flow DESIGN_CONFIG=/design/flow/config.mk WORK_HOME=/design/flow/orfs finish
==> ./config.mk <==
export PLATFORM = sky130hd
export DESIGN_NAME = bit_4_to_seg7
export DESIGN_NICKNAME = bit_4_to_seg7
export VERILOG_FILES = /design/flow/design.v
export SDC_FILE = /design/flow/constraint.sdc
export NUM_CORES = 4
export LEC_CHECK = 1
export CORE_AREA = 10 10 70 70
export DIE_AREA = 0 0 80 80
==> ./constraint.sdc <==
current_design bit_4_to_seg7

set clk_period 1.6
set clk_io_pct 0.2

create_clock -name clk0 -period $clk_period

set non_clock_inputs [all_inputs -no_clocks]
set_input_delay [expr $clk_period * $clk_io_pct] -clock clk0 $non_clock_inputs
set_output_delay [expr $clk_period * $clk_io_pct] -clock clk0 [all_outputs]
==> ./design.v <==
module bit_4_to_seg7 (
	input [3:0] binary_in,   
	output reg [6:0] seg7_out     
);
always @(*) begin
	case (binary_in)
		4'b0000: seg7_out = ~7'b1000000;   
		4'b0001: seg7_out = ~7'b1111001;   
		4'b0010: seg7_out = ~7'b0100100;   
		4'b0011: seg7_out = ~7'b0110000;   
		4'b0100: seg7_out = ~7'b0011001;   
		4'b0101: seg7_out = ~7'b0010010;   
		4'b0110: seg7_out = ~7'b0000010;   
		4'b0111: seg7_out = ~7'b1111000;   
		4'b1000: seg7_out = ~7'b0000000;   
		4'b1001: seg7_out = ~7'b0010000;   
		4'b1010: seg7_out = ~7'b0001000;   
		4'b1011: seg7_out = ~7'b0000011;   
		4'b1100: seg7_out = ~7'b1000110;   
		4'b1101: seg7_out = ~7'b0100001;   
		4'b1110: seg7_out = ~7'b0000110;   
		4'b1111: seg7_out = ~7'b0001110;   
	endcase
end
endmodule
==> flow_summary.json <==
{
  "outcome": "complete, but fails checks",
  "violations": "negative setup slack",
  "cp-end-kind": "output port",
  "hold_class": "input port to output port",
  "antenna_found_initial": 0,
  "p_leak_nw": 0.2792,
  "place_congestion": 0.6750,
  "clockBufferCount": 0,
  "ys_seq_share_pct": 0,
  "grt_pass1_vias": 338,
  "first_pass_iters": 2,
  "slowest_delay_ns": 0.45,
  "globalRouteOverflowTotal": 0,
  "hold_end": "seg7_out[6]",
  "hold_viol_final": 0,
  "ys_warn_count": 1,
  "cp.arrival_ns": 1.34,
  "drt_wl_total_um": 949,
  "worst-path-buf-inv": 5,
  "core-area_sq_um": 3416,
  "maxSlewHeadroom_pct": 85.51,
  "slowest_stage": "mux4_2",
  "seqPwrFrac_pct": 0,
  "power.density_nw_per_um2": 227.4,
  "holdPathStages": 5,
  "tool_warnings": 40,
  "post-route-util_pct": 19.19,
  "ios": 11,
  "startpoint_type": "input port",
  "vias_per_cell": 3.103,
  "min_period_ns": 1.663,
  "avgSynthCellArea_sq_um": 8.720,
  "grt_pass1_wl_um": 1511,
  "drtAntennaViolNets": 0,
  "route.antenna.diode_count": 0,
  "setup_viol": 6,
  "design.seq.count": 0,
  "grt_max_degree": 8,
  "fin_setup_tns_ns": -0.1632,
  "areaGrowthSynthToFinish_pct": 127.8,
  "num_vias": 332,
  "cp.required_ns": 1.28,
  "dieArea_sq_um": 6400,
  "drv_cap": 0,
  "cp_max_fo": 5,
  "min_from": "binary_in[1]",
  "ir_drop_uv": 37.35,
  "pwr-share-clk_pct": 0,
  "cp_cell_sequence": "buf_6 > buf_6 > buf_12 > ha_4 > inv_2 > mux4_2 > buf_2",
  "drt_iter0_drc": 2,
  "fmax_mhz": 601.4,
  "common_cells": "7 x ha_1, 5 x inv_1, 3 x a21oi_1, 3 x mux2_2",
  "seq_area_sq_um": 0,
  "fillers": 379,
  "die_h_um": 80,
  "drc": 0,
  "finalInstanceArea_sq_um": 655.6,
  "final-comb-area_sq_um": 319.1,
  "syn_area_sq_um": 287.8,
  "synthMostInstantiatedCell": "ha_1",
  "p_int_uw": 93.62,
  "placed_area_sq_um": 514.2,
  "ys_top_cells_by_area": "ha_1 30%, mux2_2 12%, mux4_1 9.1%, mux2i_1 7.0%, inv_1 6.5%",
  "timing.final.ws_setup_ns": -0.06266,
  "yosysTopAreaCellShare_pct": 30.43,
  "cpMostUsedCell": "buf_6",
  "hold_ws_ns": 1.086,
  "drv_slew": 0,
  "crit_family": "multiplexers",
  "p_total_uw": 149.1,
  "grt.total_usage_pct": 2.821,
  "wl_per_cell_um": 8.869,
  "synth_cell_type_count": 17,
  "worst_pin_slew_ns": 0.2156,
  "combPwrFrac_pct": 100.0,
  "synth_cells": 33,
  "yosys.area.top_type": "ha_1",
  "ctsHoldBuffers": 0,
  "timing.final.crit_share_pct": 103.9,
  "path_class": "input port to output port",
  "drive_gt1_share_pct": 75.41,
  "core.rowCount": 21,
  "port_buffers": 11,
  "dp_hpwl_um": 698.7,
  "switching_power_uw": 55.46,
  "rsz0062_at_grt": "yes",
  "fp-utilization_pct": 8.425,
  "die_w_um": 80,
  "p_sw_share_pct": 37.20,
  "synth_stat.cells": 33,
  "yosys_area_sq_um": 287.8
}
==> power by group through the flow <==
| stage | combinational [mW] | sequential (mW) | clock (mW) |
|---|---|---|---|
| 6_report | 0.149 | 0 | 0 |
| 4_1_cts | 0.148 | 0 | 0 |
| 5_1_grt | 0.162 | 0 | 0 |
==> cells by family after synthesis <==
logic type	Yosys count	share of synthesized area (%)
buffers and inverters	7	12.17
AND-OR/OR-AND	6	15.22
adder cells (fa/ha/maj)	7	30.43
multiplexers	6	27.83
AND/OR/NAND/NOR	7	14.35
==> worst max-delay path by stage <==
stage | endpoint | depth (start not counted) | startpoint | slack, ns
4_1_cts | seg7_out[3] | 7 | binary_in[0] | -0.06
5_1_grt | seg7_out[3] | 6 | binary_in[0] | -0.10
6_report | seg7_out[3] | 7 | binary_in[0] | -0.06
==> per-stage QoR <==
stage | setup WS (ns) | std cells
finish | -0.06266 | 107
global route | -0.1010 | 107
CTS | -0.06160 | 106
detailed placement | -0.8459 | 98
global placement | -0.8333 | 98
floorplan | 0.1710 | 33
==> final cells by class <==
type	instances	area share, %
Multi-Input combinational cell	26	48.66
Tap cell	46	8.779
Inverter	5	3.626
Timing Repair Buffer	30	38.93
==> per-layer routing <==
layer | track usage [%] | vias to the layer above | part of all wire [%]
met4 | 0 | 0 | 0
met5 | 0 | - | 0
met3 | 0.2273 | 0 | 2.7
met2 | 5.859 | 3 | 59
met1 | 3.111 | 156 | 38
li1 | - | 173 | -
==> timing repair <==
action	4_1_cts	5_1_grt
setup buffers	8	1
pin swaps	5	1
resized	66	1
setup endpoints to repair	7	7
==> placed cells by master, fill, tap and decap left out <==
cell type | Yosys | routed
nor2b_1 | 1 | 1
inv_1 | 5 | 2
nand2b_1 | 1 | 1
inv_2 | 0 | 2
mux4_2 | 0 | 1
a31o_1 | 1 | 1
buf_2 | 1 | 7
nand2_1 | 1 | 1
buf_6 | 1 | 7
mux2i_1 | 2 | 2
or2b_1 | 1 | 1
buf_8 | 0 | 1
a21oi_2 | 0 | 3
o32a_1 | 1 | 1
o31a_2 | 1 | 1
nand3b_1 | 1 | 1
ha_1 | 7 | 1
mux2_4 | 0 | 1
inv_6 | 0 | 1
dlygate4sd2_1 | 0 | 1
buf_12 | 0 | 1
ha_4 | 0 | 4
ha_2 | 0 | 2
nor3_1 | 2 | 2
buf_4 | 0 | 13
mux2_2 | 3 | 2
Power and IR drop assume default switching activity.
