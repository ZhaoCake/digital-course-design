`flow/design.v`:
```
module bit_3_to_seg7 (
	input [2:0] binary_in,   
	output reg [6:0] seg7_out     
);
always @(*) begin
	case (binary_in)
		3'b000: seg7_out = 7'b1000000;   
		3'b001: seg7_out = 7'b1111001;   
		3'b010: seg7_out = 7'b0100100;   
		3'b011: seg7_out = 7'b0110000;   
		3'b100: seg7_out = 7'b0011001;   
		3'b101: seg7_out = 7'b0010010;   
		3'b110: seg7_out = 7'b0000010;   
		3'b111: seg7_out = 7'b1111000;   
	endcase
end
endmodule
module state_convert (
  input clk,
  input CR,
  input M,
  output reg [2:0] data 
);
parameter [23:0] CLOCK = 24'd12000000;
reg [23:0] timer;
reg signal;
always @(posedge clk or posedge CR) begin
    if (CR) begin
        timer <= 0;
        signal <= 0;
    end else if (timer >= CLOCK - 1) begin
        timer <= 0;
        signal <= 1; 
    end else begin
        timer <= timer + 1;
        signal <= 0;
    end 
end
always @(posedge CR or posedge signal) begin 
    if (CR) begin
        data <= 3'b111;
    end else begin
        if (M == 1) begin
            case (data)
                3'b000: data <= 3'b110;
                3'b001: data <= 3'b011;
                3'b010: data <= 3'b110;
                3'b011: data <= 3'b010;
                3'b100: data <= 3'b101;
                3'b101: data <= 3'b001;
                3'b110: data <= 3'b100;
                3'b111: data <= 3'b000;
            endcase
        end else if (M == 0) begin
            case (data)
                3'b000: data <= 3'b110;
                3'b001: data <= 3'b101;
                3'b010: data <= 3'b011;
                3'b011: data <= 3'b001;
                3'b100: data <= 3'b110;
                3'b101: data <= 3'b100;
                3'b110: data <= 3'b010;
                3'b111: data <= 3'b000;
            endcase
        end
    end
end
endmodule
module top (
  input clk,   
  input rst,   
  input M,   
  output wire [6:0] seg7_out     
);
wire [2:0] state;   
state_convert state_convert_inst (
  .clk(clk),
  .CR(rst),
  .M(M),
  .data(state)
);
bit_3_to_seg7 bit_3_to_seg7_inst (
  .binary_in(state),
  .seg7_out(seg7_out)
);
endmodule
```
`flow/run.sh`:
```
#!/bin/bash
# OpenROAD 26Q1-2900-gdf79404cd8, Yosys 0.63+post, stock flow scripts
make -C /OpenROAD-flow-scripts/flow DESIGN_CONFIG=/design/flow/config.mk WORK_HOME=/design/flow/orfs finish
```
`flow/config.mk`:
```
export PLATFORM = sky130hd
export DESIGN_NAME = top
export DESIGN_NICKNAME = top
export VERILOG_FILES = /design/flow/design.v
export SDC_FILE = /design/flow/constraint.sdc
export NUM_CORES = 4
export LEC_CHECK = 1
export CORE_AREA = 10 10 111 111
export DIE_AREA = 0 0 121 121
```
`flow/constraint.sdc`:
```
current_design top

set clk_period 3.8
set clk_io_pct 0.2

create_clock -name clk0 -period $clk_period [get_ports {clk}]

set non_clock_inputs [all_inputs -no_clocks]
set_input_delay [expr $clk_period * $clk_io_pct] -clock clk0 $non_clock_inputs
set_output_delay [expr $clk_period * $clk_io_pct] -clock clk0 [all_outputs]
```
==> run_results.csv <==
group,metric,value,unit
power,power.share.switching,20.14,%
power,p_int,0.3444,mW
global_route,grt_pass1_wl,5168,um
logic_synthesis,synth.yosys.seq_area_share,45.44,%
setup_path,worstReg2RegStart,"state_convert_inst.timer[2]$_DFF_PP0_",
route,drtPass1Iterations,4,
setup_path,crit_start,"state_convert_inst.timer[2]$_DFF_PP0_",
cells_and_area,drive_above_1_share,6.897,%
logic_synthesis,yosys-stat-cells,164,
timing,tns,0,ns
timing,unclocked_pins,3,
min_path,hold_path_startpoint,"state_convert_inst.timer[23]$_DFF_PP0_",
cts,cts.clk_slew.worst_paths,0.09,ns
timing,final_hold_violating_endpoints,0,
logic_synthesis,enable_flop_cells,0,
setup_path,cp_data_required_time,4.00,ns
setup_path,timing_worst_setup_path_type,"reg -> reg",
route,detail-route-antenna-nets,0,
cells_and_area,design_area,1847,um2
route,detail_route.antenna_diodes,0,
logic_synthesis,asyncSetResetFlopFracSynth,100.0,%
die,die_y,121,um
placement,port-buffer-count,9,
logic_synthesis,flop_cell,"sky130_fd_sc_hd__dfrtp_1",
die,dieArea,14640,um2
timing,post-route-min-period,1.999,ns
cts,cts_max_level,1,
setup_path,crit_path_max_fanout,9,
global_route,largest_net_degree_at_the_start_of_global_routing,29,
placement,post_place_cells,303,
die,die_w,121,um
setup_path,critPathLaunchType,"flop",
setup_path,cp_num_buf_inv,0,
timing,timing_worst_slew_pin_value,0.3729,ns
global_route,grt_overflow_total,0,
logic_synthesis,yosys_synthesis_warning_count,2,
timing,finalCritPeriodShare,52.61,%
setup_path,cp_common_cell,"sky130_fd_sc_hd__or4_1",
route,detailed_route_drc_error_count,0,
timing,max_slew_margin,74.91,%
status,run_status,"complete, no violations",
logic_synthesis,post_synth.cell_area_avg,9.453,um2
power,share_of_total_power_in_combinational_logic,2.5,%
setup_path,critical-path-slowest-cell,"sky130_fd_sc_hd__or4_1",
cts,clock_tree.buffer_depth,2,
logic_synthesis,netlist-cell-type-count,37,
timing,final-setup-viol-count,0,
timing,hold_slack,0.4706,ns
timing,count_of_endpoints_without_a_timing_constraint,10,
global_route,via_count_of_the_first_global_routing_pass,1134,
cts,clock.latency.late_pin,0.27,ns
job,maxCapViolCount,0,
die,core_area,9864,um2
route,viasPerCell,3.866,
cts,clk_root_buffer_cell,"sky130_fd_sc_hd__clkbuf_8",
setup_path,critical-path-top-delay-family,"simple AND/OR/NAND/NOR gates",
logic_synthesis,yosys_area,1550,um2
die,floorplan.core_util,15.72,%
power,clock_share_of_power,35.8,%
cts,cts_setup_buffers,0,
power,net-switching-power,0.08689,mW
cts,cts_tree,"built",
setup_path,critPathMaxStageDelay,0.68,ns
global_route,grt_antenna_before_repair,0,
setup_path,path_cells,"nand4_2 -> or4_1 -> or4_1 -> a21oi_1",
cells_and_area,stdcell_count,307,
route,routedWlPerCell,9.391,um
placement,detailed_place_hpwl,2070,um
job,openroad.warnings,29,
route,vias,1187,
placement,globalplace.congestion,0.8279,
cells_and_area,syn2layout_area_growth,19.13,%
timing,report.final.slew_viol_count,0,
timing,maximum_clock_frequency,500.2,MHz
logic_synthesis,synth_flops,28,
power,pwr_density_cell,233.6,nW/um2
setup_path,worst_ep_arrival_time,2.20,ns
setup_path,critPathCaptureType,"flop",
logic_synthesis,synth_area,1550,um2
cts,cts_bufs_inserted,3,
logic_synthesis,syn-instance-count,164,
cts,ctsHoldBuffers,0,
timing,worst_clock_skew,0.01121,ns
die,core.rowCount,36,
route,drt_iter0_markers,94,
power,power.sequential.fraction,61.7,%
die,io_pins,10,
placement,place_area,1802,um2
power,leakagePower,0.7421,nW
route,sum_of_routed_wire_length_over_all_layers,2883,um
global_route,grtUsageTotal,4.077,%
power,irDropWorstVdd,0.0001045,V
cts,post_cts_resized,0,
min_path,hold_class,"reg -> reg",
power,p_total,0.4313,mW
timing,rsz0062_at_grt,"no",
[kinds of logic after synthesis]
group | synth area share [%]
simple gates | 26.47
compound gates | 10.09
buf+inv | 2.502
fa+ha+maj | 4.842
flops | 45.44
mux | 2.744
xor+xnor | 7.910
[synth_stat cells, types with 3 or more instances]
library cell,number,area [um2]
sky130_fd_sc_hd__clkbuf_1,3,11.26
sky130_fd_sc_hd__o21ai_0,9,45.04
sky130_fd_sc_hd__xor2_1,7,61.31
sky130_fd_sc_hd__nor3_1,3,15.01
sky130_fd_sc_hd__xnor2_1,7,61.31
sky130_fd_sc_hd__inv_1,5,18.77
sky130_fd_sc_hd__nor2_1,22,82.58
sky130_fd_sc_hd__and4_1,3,26.28
sky130_fd_sc_hd__dfrtp_1,25,625.6
sky130_fd_sc_hd__dfstp_2,3,78.83
sky130_fd_sc_hd__or3_1,5,31.28
sky130_fd_sc_hd__ha_1,6,75.07
sky130_fd_sc_hd__nand2_1,9,33.78
sky130_fd_sc_hd__nand3_1,8,40.04
sky130_fd_sc_hd__nand4_1,9,56.30
sky130_fd_sc_hd__or4_1,4,30.03
sky130_fd_sc_hd__a21oi_1,9,45.04
sky130_fd_sc_hd__and3_1,4,25.02
[routing by layer]
layer / up-vias / GRT usage, % / wire length, um
li1: 610 / - / -
met1: 554 / 5.981 / 1541
met2: 21 / 5.986 / 1147
met3: 2 / 1.275 / 177
met4: 0 / 0.3017 / 16
met5: - / 0 / 0
[layout by cell type, fill, tap and decap left out, types with 2 or more instances in the layout]
cell type	synthesis	final
sky130_fd_sc_hd__nor4_1	2	2
sky130_fd_sc_hd__and4_1	3	3
sky130_fd_sc_hd__xor2_1	7	7
sky130_fd_sc_hd__clkdlybuf4s50_1	0	9
sky130_fd_sc_hd__dfstp_2	3	3
sky130_fd_sc_hd__nor2_1	22	22
sky130_fd_sc_hd__or3_1	5	5
sky130_fd_sc_hd__mux2_2	2	2
sky130_fd_sc_hd__inv_1	5	5
sky130_fd_sc_hd__clkbuf_8	0	3
sky130_fd_sc_hd__mux2i_1	2	2
sky130_fd_sc_hd__and3_1	4	4
sky130_fd_sc_hd__or4_1	4	4
sky130_fd_sc_hd__ha_1	6	6
sky130_fd_sc_hd__a21oi_1	9	9
sky130_fd_sc_hd__xnor2_1	7	7
sky130_fd_sc_hd__o21a_1	2	2
sky130_fd_sc_hd__nand4_1	9	9
sky130_fd_sc_hd__nand3_1	8	8
sky130_fd_sc_hd__buf_4	0	2
sky130_fd_sc_hd__dfrtp_1	25	25
sky130_fd_sc_hd__nand2_1	9	9
sky130_fd_sc_hd__nor3_1	3	3
sky130_fd_sc_hd__o21ai_0	9	8
[worst paths after layout]
check | cells past startpoint | end | slack [ns]
setup / recovery | 4 | state_convert_inst.timer[17]$_DFF_PP0_ | 1.80
max in group asynchronous | 3 | state_convert_inst.timer[5]$_DFF_PP0_ | 2.67
hold / removal | 1 | state_convert_inst.timer[22]$_DFF_PP0_ | 0.47
min in group asynchronous | 3 | state_convert_inst.signal$_DFF_PP0_ | 0.86
hold reg to reg | 1 | state_convert_inst.timer[22]$_DFF_PP0_ | 0.47
setup reg to reg | 4 | state_convert_inst.timer[17]$_DFF_PP0_ | 1.80
[registers in the layout, indices dropped and copies added (netlist names)]
signal / cells
state_convert_inst.data: 3
state_convert_inst.signal: 1
state_convert_inst.timer: 24
[area by class of cell]
type / instances / area [um2]
flip-flops and latches: 28 / 704.4
well taps: 133 / 166.4
repair buffers: 11 / 105.1
multi-input cells: 126 / 807.0
fillers: 1087 / 8018
clock buffers: 4 / 45.04
inverters: 5 / 18.77
[power groups by stage]
stage | Combinational, mW | Clock [mW] | Sequential (mW)
CTS | 0.0113 | 0.163 | 0.266
global route | 0.0127 | 0.168 | 0.266
finish | 0.0107 | 0.155 | 0.266
[stage by stage]
step	worst slack, ns	utilization (%)
finish	1.801	18.72
floorplan	1.871	-
detailed placement	1.805	18.26
global route	1.631	18.72
global placement	1.826	18.26
CTS	1.795	18.72
No activity file was given, so power comes from the tool's default toggle rates.
